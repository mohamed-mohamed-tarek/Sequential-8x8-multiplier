==> flow/design.v <==
module reg16(
	input clk,sclr,clk_en,
	input [15:0] datain,
	output reg [15:0] reg_out);
always@(posedge clk) begin
	if(clk_en) begin
		if(!sclr)
			reg_out <= 0;
		else
			reg_out <= datain;
	end
end
endmodule
module TB();
reg clk ,sclr,clk_en;
reg [15:0] datain;
wire [15:0] reg_out;
reg16 r(clk,sclr,clk_en,datain,reg_out);
always
	#5 clk=~clk;
initial
	$monitor("sclr=%b clk_en=%b datain=%d reg_out=%d",sclr,clk_en,datain,reg_out);
initial begin
clk = 0; clk_en=0; sclr=1; datain=2;
#10
clk_en=1;
#10
sclr=0;
#80;
end
endmodule 
==> flow/run.sh <==
#!/bin/bash
# OpenROAD 26Q1-2900-gdf79404cd8, Yosys 0.63+post, stock flow scripts
make -C /OpenROAD-flow-scripts/flow DESIGN_CONFIG=/design/flow/config.mk WORK_HOME=/design/flow/orfs finish
==> flow/config.mk <==
export PLATFORM = sky130hd
export DESIGN_NAME = reg16
export DESIGN_NICKNAME = reg16
export VERILOG_FILES = /design/flow/design.v
export SDC_FILE = /design/flow/constraint.sdc
export NUM_CORES = 4
export LEC_CHECK = 1
export CORE_AREA = 10 10 87 87
export DIE_AREA = 0 0 97 97
==> flow/constraint.sdc <==
current_design reg16

set clk_period 1.0
set clk_io_pct 0.2

create_clock -name clk0 -period $clk_period [get_ports {clk}]

set non_clock_inputs [all_inputs -no_clocks]
set_input_delay [expr $clk_period * $clk_io_pct] -clock clk0 $non_clock_inputs
set_output_delay [expr $clk_period * $clk_io_pct] -clock clk0 [all_outputs]
==> reports/summary.txt <==
Outcome -> completed
Share of cells above drive strength 1 -> 0.473
CP bufs+invs -> 1
VDD IR-drop max -> 672 µV
OpenROAD warnings -> 26
Layout area overhead -> 70.7%
Gr busiest metal -> met2
M1 GR Usage -> 0.0370
Gp weighted congestion -> 0.701
Flip-flop count of the largest register after layout -> 16
Most flop-heavy register -> reg_out
Yosys chip area -> 607 µm²
Ys cells -> 33
Number of global-route vias before repair -> 488
Io pins -> 35
Core box area -> 5640 µm²
CTS root buffer -> clkbuf_8
Worst slew pin tran -> 0.140 ns
Post-DP HPWL -> 1.44 mm
Total of max-cap violations -> 0
Synth flops -> 16
Inserted Diodes -> 0
Critical Path Max Stage Delay -> 0.37 ns
Slew HR -> 0.907
Flop area -> 480 µm²
Tot GR Track Use -> 0.0354
Critical path's top delay family -> flip-flops
CTS buffer count -> 3
Synth area leader -> edfxtp_1
Clock-pin transition on the worst setup and hold timing paths -> 0.06 ns
Mapped Cells -> 33
Final core occ -> 0.184
Largest net degree at the start of global routing -> 12
Worst EP arrival -> 0.74 ns
Fmax -> 1070 MHz
RSZ-0062 raised after global routing -> false
Number of fill cells in the layout -> 608
Die area -> 9410 µm²
Setup crit start kind -> flip-flop
Met3 Use GR -> 0.0301
Leak -> 0.000395 µW
Count of final setup violators -> 0
Synth top area share -> 0.792
Post-DR wirelength/cell -> 11.2 µm
Final hold viol count -> 0
Synth warn -> 1
CTS H-tree lvls -> 1
Synth Seq Share -> 0.792
Antenna violations before repair -> 0
Synth cell types -> 4
Syn Std Cell Area -> 607 µm²
Cell Chain, Critical Path -> buf_2
First-pass GRT wire length -> 2.67 mm
Min Hold Slack -> 0.334 ns
Pwr dens -> 1410 nW/µm²
Post-route clock period utilization -> 0.938
Initial drt markers -> 3
CTS tree -> done
Antenna Violating Nets Remaining -> 0
Drt total wl -> 1.63 mm
Critical path class -> reg2out
CP max FO -> 1
Residual DRC -> 0
Clock net sink count -> 16
Critical path's slowest cell -> edfxtp_1
Syn Area/Cell -> 18.4 µm²
Synth top cells by count -> 16 x edfxtp_1, 12 x and2_2, 4 x and2_1
Die Span Y -> 97 µm
Count leader, synth -> edfxtp_1
Number of enable flip-flop cells -> 16
Hold Crit Class -> in2reg
DRT Pass-1 Iters -> 2
Clk buf depth -> 2
Cell Rows -> 27
Ys async rst share -> 0
Post-CTS setup buffers -> 0
Cell area leaders -> edfxtp_1 79%, and2_2 15%, and2_1 4.1%, buf_6 1.9%
Dominant flop cell -> edfxtp_1
Vias per cell -> 2.79
Vias -> 407
Max-slew violation count -> 0
Global routing usage on met2 -> 0.0552
IO Port Bufs -> 34
Logic area -> 115 µm²
Fp util -> 0.108
Die X -> 97 µm
Crit path required time -> 0.80 ns
Gr ovfl total -> 0
Fin crit period -> 0.938 ns
Top flop regs -> reg_out (16)
Crit path capture type -> output port
metal layers:
metal | wire length (µm) | vias to the layer above
met3 | 263 | 2
met4 | 8 | 0
met2 | 709 | 26
li1 | - | 199
met1 | 650 | 180
met5 | 0 | -
cell usage in the layout (no fill, tap or decap):
| cell | netlist | layout |
|---|---|---|
| buf_4 | 0 | 3 |
| buf_2 | 0 | 13 |
| clkdlybuf4s50_1 | 0 | 17 |
| clkinv_1 | 0 | 1 |
| and2_1 | 4 | 4 |
| edfxtp_1 | 16 | 16 |
| dlymetal6s2s_1 | 0 | 1 |
| clkbuf_8 | 0 | 3 |
| and2_2 | 12 | 12 |
| buf_12 | 0 | 1 |
| clkbuf_2 | 0 | 3 |
cell type report:
cell class                      instances  area share
Clock buffer                            3      0.0399
Clock inverter                          1     0.00362
Multi-Input combinational cell         16       0.111
Sequential cell                        16       0.464
Tap cell                               72      0.0870
Timing Repair Buffer                   38       0.295
cells by family after synthesis:
family        after synthesis  share of synthesized area
simple gates               16                      0.190
buf+inv                     1                     0.0186
flops                      16                      0.792
stage by stage:
| step | total power, µW | cells | worst slack, ns | area [µm²] | TNS [ns] |
|---|---|---|---|---|---|
| 5_1_grt | 1540 | 146 | 0.0136 | 1040 | 0 |
| 2_1_floorplan | 843 | 33 | 0.293 | 607 | 0 |
| 4_1_cts | 1490 | 146 | -0.0304 | 1050 | -0.0304 |
| 6_report | 1460 | 146 | 0.0621 | 1040 | 0 |
| 3_3_place_gp | 1050 | 142 | -0.253 | 1070 | -6.56 |
| 3_5_place_dp | 1050 | 142 | -0.253 | 1070 | -6.57 |
repair_timing:
action                     in CTS  in global routing
setup endpoints to repair      16                 17
hold buffers                    0                  0
gates resized                  47                  4
where the power goes:
| group | leakage [µW] | internal [µW] | switching (µW) |
|---|---|---|---|
| Sequential | 0.000154 | 797 | 12.4 |
| Clock | 0.0000231 | 271 | 201 |
| Combinational | 0.000218 | 127 | 47.3 |
worst paths after layout:
kind / start / end / cells past startpoint
max: reg_out[8]$_SDFFCE_PN0P_ / reg_out[8] / 1
min: sclr / reg_out[14]$_SDFFCE_PN0P_ / 2
Power figures rest on the tool's default switching activity, not on a simulated workload.
