### design/flow/config.mk
export PLATFORM = sky130hd
export DESIGN_NAME = shifter
export DESIGN_NICKNAME = shifter
export VERILOG_FILES = /design/flow/design.v
export SDC_FILE = /design/flow/constraint.sdc
export NUM_CORES = 4
export LEC_CHECK = 1
export CORE_AREA = 10 10 70 70
export DIE_AREA = 0 0 80 80
### design/flow/constraint.sdc
current_design shifter

set clk_period 1.3
set clk_io_pct 0.2

create_clock -name clk0 -period $clk_period

set non_clock_inputs [all_inputs -no_clocks]
set_input_delay [expr $clk_period * $clk_io_pct] -clock clk0 $non_clock_inputs
set_output_delay [expr $clk_period * $clk_io_pct] -clock clk0 [all_outputs]
### design/flow/design.v
module shifter(
	input [7:0] inp,
	input [1:0] shift_cntr,
	output reg [15:0] shift_out);
always@(*) begin
     case(shift_cntr)
        0,3 : shift_out = inp;
        1 : shift_out = inp << 4;
        2 : shift_out = inp << 8;
        default : shift_out = inp;
     endcase
end
endmodule
module r_TB();
reg [7:0] inp;
reg [1:0] shift_cntr;
wire [15:0] shift_out;
shifter s(inp,shift_cntr,shift_out);
initial 
begin
$monitor("shift_cntr=%d , in_data=  %b  =>>>  shift_out=%b",shift_cntr,inp,shift_out); 
inp = 7; 
shift_cntr = 0;
#10
shift_cntr = 1;
#10
shift_cntr = 2;
#10
shift_cntr = 3;
end
endmodule
### design/flow/run.sh
#!/bin/bash
# OpenROAD 26Q1-2900-gdf79404cd8, Yosys 0.63+post, stock flow scripts
make -C /OpenROAD-flow-scripts/flow DESIGN_CONFIG=/design/flow/config.mk WORK_HOME=/design/flow/orfs finish
==> results.py <==
# Synthesis and PnR figures
metrics = {
    "power": {
        "peakVddDrop_mv": 0.1226,
        "p_leak_nw": 0.3237,
        "p_per_area_mw_per_mm2": 344.9,
    },
    "logic_synthesis": {
        "synth_area_per_cell_um2": 7.459,
        "synthCells": 26,
        "yosysWarningCount": 1,
        "synth.top_cells.by_count": "a22oi_1 (4), and2_1 (4), and2_2 (4), nor2_1 (4), a22o_1 (3)",
        "yosys_area_um2": 193.9,
        "synthDistinctLibCells": 10,
        "ys_seq_share_pct": 0,
        "ys_sh_simple_pct": 43.23,
        "synthesis.area_um2": 193.9,
        "largest_area_cell": "a22oi_1",
        "area_leaders": "a22oi_1 (15%), and2_2 (15%), a22o_1 (14%)",
        "yosys_cells": 26,
        "synth_top_area_share_pct": 15.48,
        "compound_area_share_pct": 34.19,
        "ys_sh_xor_pct": 0,
        "mux_share_pct": 0,
        "synth_adder_area_share_pct": 12.90,
        "topCombFamilyByArea": "simple AND/OR/NAND/NOR gates",
    },
    "final_timing": {
        "post-route-period-util_pct": 110.0,
        "fmax_ghz": 0.6990,
        "finalSetupViolCount": 9,
        "max_slew_margin_pct": 88.97,
        "tightest_slew_ns": 0.1654,
        "hold_viol_final": 0,
        "grt_setup_unrepaired": "yes",
        "layout_setup_ws_ns": -0.1306,
        "tns_ns": -0.6473,
        "min_period_ns": 1.431,
        "slew_violations": 0,
    },
    "setup_path": {
        "cp-end-kind": "output pin",
        "startpoint_type": "input port",
        "crit_required_ns": 1.04,
        "crit_arrival_ns": 1.17,
        "critPathKind": "input port to output pin",
        "crit_fanout": 3,
    },
    "route": {
        "drtPass1Iterations": 1,
        "ant_nets": 0,
        "drt-initial-drc-count": 0,
        "drt_wl_total_um": 1237,
        "via_per_inst": 3.126,
        "drcViolationCount": 0,
        "antennaDiodeCount": 0,
        "wl_per_cell_um": 11.14,
        "vias": 347,
    },
    "grt": {
        "grt_pass1_vias": 349,
        "grt_usage_pct": 3.648,
        "grt-ovfl-total": 0,
        "grt_pass1_wl_um": 1918,
        "grt_antenna_before_repair": 0,
        "grt_max_degree": 6,
    },
    "finish": {
        "nClkBuffers": 0,
        "area_delta_synth_final_pct": 247.1,
        "final_area_um2": 673.1,
        "fillCellCount": 380,
        "regArea_um2": 0,
        "final_layout_size_suffix_gt1_share_pct": 72.31,
        "design.seq.count": 0,
    },
    "placed_design": {
        "dpl.hpwl_um": 950.2,
        "io_buffers": 26,
        "placed_area_um2": 530.5,
        "gp_congestion": 0.7364,
    },
    "hold_path": {
        "min_path_type": "input port to output pin",
        "hp-start": "inp[0]",
        "min_to": "shift_out[4]",
        "min_path_cells": 3,
    },
    "floorplan": {
        "core_util_floorplan_pct": 5.678,
        "die_w_um": 80,
        "core_area_mm2": 0.003416,
        "num_rows": 21,
        "die-area_mm2": 0.006400,
        "fp.dieH_um": 80,
        "io_pins": 26,
    },
    "run_status": {
        "status": "finished, violations left",
        "violations": "negative setup slack",
    },
    "clock_network": {
        "postCtsHoldBufs": 0,
    },
    "flow_run": {
        "maxCapViolCount": 0,
        "warning_count": 35,
    },
}
[logic make-up (layout without fill, tap and decap cells)]
family / after synthesis / in the layout
AOI/OAI and AO/OA: 8 / 8
adders and majority gates: 2 / 2
buffers and inverters: 3 / 42
and+or+nand+nor: 13 / 13
[power by group]
part           leakage (nW)  switching (mW)  internal (mW)
clock network             0               0              0
registers                 0               0              0
logic                 0.324          0.0785          0.154
total                 0.324          0.0785          0.154
[layout by cell type, fill, tap and decap left out]
| cell | count |
|---|---|
| buf_4 | 4 |
| nor2b_4 | 1 |
| buf_6 | 13 |
| nor2_2 | 3 |
| a22oi_2 | 4 |
| dlygate4sd2_1 | 10 |
| and2_4 | 6 |
| inv_1 | 1 |
| and2_2 | 1 |
| nor2_1 | 1 |
| ha_4 | 2 |
| buf_8 | 2 |
| clkdlybuf4s50_1 | 1 |
| inv_4 | 1 |
| and2_1 | 1 |
| clkdlybuf4s15_1 | 1 |
| a22o_1 | 3 |
| buf_2 | 9 |
| a22o_4 | 1 |
[worst max path at each step]
stage	start	end	slack (ns)	depth (start not counted)
after CTS	shift_cntr[1]	shift_out[5]	-0.14	6
final	shift_cntr[0]	shift_out[5]	-0.13	7
after global routing	shift_cntr[0]	shift_out[6]	-0.16	7
[layer usage]
layer  vias to the layer above  wire length, um  global-route usage (%)  share of wire [%]
met5                         -                0                       0                  0
met3                         0              214                   2.159                 17
met2                        24              409                   4.896                 33
met1                       153              614                   5.142                 50
met4                         0                0                       0                  0
li1                        170                -                       -                  -
[repair_timing]
action / CTS / global route
pin swaps: 13 / 8
gates resized: 88 / 7
setup buffers: 9 / 2
cloned: 1 / 0
setup endpoints to repair: 16 / 12
[final cells by class]
type	count	area (um2)	area share, %
timing repair buffer	40	359.1	53.35
multi-input combinational	23	246.5	36.62
tap	46	57.56	8.550
inverter	2	10.01	1.487
[stage by stage]
step	setup WS (ns)	utilization, %	power (mW)	std cells	hold slack (ns)
after CTS	-0.1414	19.12	0.2276	111	0.9929
after floorplan	0.07876	-	0.05313	26	0.5905
after global placement	-0.8838	15.53	0.1749	101	1.513
after detailed placement	-0.9061	15.53	0.1757	101	1.522
final	-0.1306	19.71	0.2322	111	0.9833
after global routing	-0.1614	19.71	0.2537	111	1.018
[critical path, stage by stage]
cell,delay (ns)
buf_8,0.10
buf_6,0.11
ha_4,0.15
nor2b_4,0.13
buf_6,0.11
a22o_4,0.21
buf_6,0.10
Power is estimated from default activity; no workload was simulated.
