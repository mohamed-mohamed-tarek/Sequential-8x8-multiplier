`flow/run.sh`:
```
#!/bin/bash
# OpenROAD 26Q1-2900-gdf79404cd8, Yosys 0.63+post, stock flow scripts
make -C /OpenROAD-flow-scripts/flow DESIGN_CONFIG=/design/flow/config.mk WORK_HOME=/design/flow/orfs finish
```
`flow/config.mk`:
```
export PLATFORM = sky130hd
export DESIGN_NAME = adder
export DESIGN_NICKNAME = adder
export VERILOG_FILES = /design/flow/design.v
export SDC_FILE = /design/flow/constraint.sdc
export NUM_CORES = 4
export LEC_CHECK = 1
export CORE_AREA = 10 10 70 70
export DIE_AREA = 0 0 80 80
```
`flow/constraint.sdc`:
```
current_design adder

set clk_period 13.2
set clk_io_pct 0.2

create_clock -name clk0 -period $clk_period

set non_clock_inputs [all_inputs -no_clocks]
set_input_delay [expr $clk_period * $clk_io_pct] -clock clk0 $non_clock_inputs
set_output_delay [expr $clk_period * $clk_io_pct] -clock clk0 [all_outputs]
```
`flow/design.v`:
```
module adder(
	input [15:0] dataa, datab,
	output [15:0] sum);
assign sum = dataa + datab;
endmodule
module adder_TB();
reg [15:0] dataa ;
reg [15:0] datab;
wire [15:0] sum;
adder adder1(dataa , datab, sum);
initial 
begin
    $monitor("dataa = %0d  datab = %0d   Sum= %0d", dataa , datab , sum);
	dataa = 0; datab =0;
	#5
	dataa = 1;
    datab = 2;
	end
endmodule
```
==> results.sh <==
# source this file to load flow results
export IMPL_groute_layer_met2_usage=0.124
export IMPL_cts_hold_buffers_added=0
export IMPL_worst_stage_delay_on_the_critical_path_ns=0.49
export IMPL_powerDensity_nw_per_um2=50.3
export IMPL_final_cell_mix="sky130_fd_sc_hd__clkdlybuf4s50_1 (48), sky130_fd_sc_hd__a21oi_1 (17), sky130_fd_sc_hd__ha_1 (15)"
export IMPL_drt_first_iter_violations=29
export IMPL_type_of_element_launching_the_critical_path="input pin"
export IMPL_portBuffers=48
export IMPL_count_of_final_hold_check_violations=0
export IMPL_floorplan_core_util=0.212
export IMPL_grt_overflow_total=0
export IMPL_outcome="complete, no violations"
export IMPL_avgRoutedWirePerCell_um=12.5
export IMPL_antennaDiodeCount=0
export IMPL_critPathCaptureType="primary output"
export IMPL_number_of_antenna_violations_at_the_first_check_in_global_routing=0
export IMPL_ys_cells=98
export IMPL_routed_via_density=4.63
export IMPL_postCtsResizedCells=0
export IMPL_core_rowCount=21
export IMPL_route_final_wire_length_um=2400
export IMPL_grt_max_degree=7
export IMPL_critPathArrivalTime_ns=5.30
export IMPL_min_period_over_period=0.601
export IMPL_die_size_x_um=80
export IMPL_number_of_setup_violations_in_the_final_report=0
export IMPL_drive_above_1_share=0.0274
export IMPL_max_freq_ghz=0.126
export IMPL_netlist_area_pre_place_um2=724
export IMPL_worst_path_most_repeated_cell="sky130_fd_sc_hd__clkdlybuf4s50_1"
export IMPL_shortest_period_the_worst_path_allows_ns=7.94
export IMPL_fill_cells=356
export IMPL_place_congestion=0.850
export IMPL_yosysUniqueCellTypes=27
export IMPL_first_pass_grt_wire_length_um=4130
export IMPL_hp_class="in -> out"
export IMPL_max_vdd_ir_drop_mv=0.0134
export IMPL_cts_setup_buffers=0
export IMPL_path_buffers=2
export IMPL_vias=889
export IMPL_total_leakage_power_nw=0.501
export IMPL_setup_repair_after_global_routing_missed_its_margin="no"
export IMPL_post_route_util=0.370
export IMPL_i_o_pins=48
export IMPL_postSynthAreaPerCell_um2=7.39
export IMPL_die_y_um=80
export IMPL_timing_final_max_slew_violations=0
export IMPL_met3_usage=0.0148
export IMPL_die_area_um2=6400
export IMPL_tns_ns=0
export IMPL_area_growth_pct=74.3
export IMPL_hpwlAfterDp_um=2210
export IMPL_core_region_area_um2=3420
export IMPL_worstPathMaxFanout=3
export IMPL_timing_setup_critical_path_class="in -> out"
export IMPL_mostFrequentLayoutCell="sky130_fd_sc_hd__clkdlybuf4s50_1"
export IMPL_layout_area_seq_um2=0
export IMPL_timing_critical_path_max_delay_family="buffers and inverters"
export IMPL_antenna_violating_nets_post_route=0
export IMPL_sequential_cell_total=0
export IMPL_cap_viol_max_count=0
export IMPL_grtUsageMet1=0.105
export IMPL_globalRouteTotalUtil=0.0752
export IMPL_syn_instance_count=98
export IMPL_via_count_of_the_first_global_routing_pass=930
export IMPL_critPathSlowestCell="sky130_fd_sc_hd__clkdlybuf4s50_1"
export IMPL_warning_count=32
export IMPL_drt_pre_antenna_iters=6
export IMPL_grt_busiest_layer="met2"
export IMPL_yosysSeqAreaShare=0
export IMPL_clock_buffer_count=0
export IMPL_worstPathRequired_ns=10.56
export IMPL_path_cells="clkdlybuf4s50_1 > ha_1 > fa_1 > a21o_2 > a311oi_2 > nor3_1 > o41ai_2 > xnor2_1 > clkdlybuf4s50_1"
export IMPL_synth_warning_count=0
export IMPL_worst_pin_slew_ns=0.420
export IMPL_yosys_stat_area_um2=724
export IMPL_remaining_drc_errors=0
export IMPL_relative_max_transition_margin=0.717
Yosys cell counts:
library cell               count  area (um^2)
sky130_fd_sc_hd__a21oi_1      17         85.1
sky130_fd_sc_hd__ha_1         15          188
sky130_fd_sc_hd__xnor2_1      10         87.6
sky130_fd_sc_hd__nand2_1       9         33.8
sky130_fd_sc_hd__o21ai_0       8         40.0
sky130_fd_sc_hd__xor2_1        5         43.8
sky130_fd_sc_hd__nand3_1       4         20.0
sky130_fd_sc_hd__inv_1         3         11.3
sky130_fd_sc_hd__nor3_1        3         15.0
sky130_fd_sc_hd__o211ai_1      3         22.5
sky130_fd_sc_hd__a21o_1        2         15.0
sky130_fd_sc_hd__nor2_1        2         7.51
sky130_fd_sc_hd__nor2b_1       2         12.5
sky130_fd_sc_hd__o21bai_1      2         15.0
sky130_fd_sc_hd__a211o_1       1         8.76
sky130_fd_sc_hd__a211oi_1      1         7.51
sky130_fd_sc_hd__a21o_2        1         8.76
sky130_fd_sc_hd__a311oi_1      1         8.76
sky130_fd_sc_hd__a311oi_2      1         15.0
sky130_fd_sc_hd__a31oi_1       1         6.26
sky130_fd_sc_hd__and3_1        1         6.26
sky130_fd_sc_hd__fa_1          1         20.0
sky130_fd_sc_hd__mux2i_1       1         10.0
sky130_fd_sc_hd__nor3b_1       1         7.51
sky130_fd_sc_hd__o22ai_1       1         6.26
sky130_fd_sc_hd__o41ai_2       1         16.3
sky130_fd_sc_hd__or2_2         1         6.26
layer usage:
layer,vias to the layer above,share of wire
met3,0,0.076
met1,392,0.48
met5,-,0
li1,468,-
met4,0,0
met2,29,0.45
report_power, final:
part	leakage (nW)	total (W)	internal, W	switching (W)
sequential	0	0	0	0
clock	0	0	0	0
combinational	0.501	0.0000635	0.0000404	0.0000231
kinds of logic after synthesis:
logic type / Yosys count / share of synthesized area
adders and majority gates: 16 / 0.287
buffers and inverters: 3 / 0.0155
and+or+nand+nor: 23 / 0.150
AOI/OAI and AO/OA: 40 / 0.352
xor gates and xnor gates: 15 / 0.181
muxes: 1 / 0.0138
per-stage QoR:
step | hold slack, ns | area (um^2) | std cells | power [W] | setup WS [ns]
after floorplan | 5.35 | 724 | 98 | 0.0000284 | 6.31
after global placement | 6.32 | 1260 | 192 | 0.0000644 | 5.25
after detailed placement | 6.31 | 1260 | 192 | 0.0000646 | 5.23
after CTS | 6.32 | 1260 | 192 | 0.0000650 | 5.23
after global routing | 6.37 | 1260 | 192 | 0.0000716 | 5.07
final | 6.31 | 1260 | 192 | 0.0000635 | 5.26
worst paths after layout:
kind | start | endpoint | cells after the start
max | dataa[0] | sum[12] | 9
min | datab[0] | sum[0] | 3
worst min-delay path, stage by stage:
cell and delay (ns):
sky130_fd_sc_hd__clkdlybuf4s50_1 0.46, sky130_fd_sc_hd__ha_1 0.11, sky130_fd_sc_hd__clkdlybuf4s50_1 0.46
final cells by class:
class / count / area (um^2) / share of cell area
inverters: 3 / 11.3 / 0.00892
multi-input cells: 95 / 713 / 0.565
well taps: 46 / 57.6 / 0.0456
repair buffers: 48 / 480 / 0.381
Power is estimated from default activity; no workload was simulated.
